==> ./design.v <==
`timescale 1ns / 1ps
module bin_counter(
    output [3:0] q,
    input f_crystal,
    input rst_n
);
wire f_out;  
freqdiiv_1hz e2(.f_crystal(f_crystal), .f_out(f_out), .rst_n(rst_n));
binary_counter e1(.q(q), .clk(f_out), .rst_n(rst_n));
endmodule
`timescale 1ns / 1ps
module binary_counter(
    output reg [3:0] q,
    input clk,
    input rst_n
    );
    reg [3:0] q_aux;
    always @*
        q_aux = q + 1'b1;
    always @(posedge clk or negedge rst_n)  
        if(~rst_n) q<=4'b0;
        else q<=q_aux;
endmodule
`timescale 1ns / 1ps
module freqdiiv_1hz(
    input f_crystal,   
    input rst_n,
    output reg f_out   
 );
 parameter MAX = 50000000;  
reg [25:0] counter;  
always@(posedge f_crystal or negedge rst_n)
    if(~rst_n)
        begin
            f_out <=0;
            counter <=0;
        end
    else
        begin
             counter <= counter +1'b1;
            if(counter == (MAX-1))
            begin
                f_out<=!f_out;
                counter <=0;
            end
        end
endmodule
==> ./run.sh <==
#!/bin/bash
# OpenROAD 26Q1-2900-gdf79404cd8, Yosys 0.63+post, stock flow scripts
make -C /OpenROAD-flow-scripts/flow DESIGN_CONFIG=/design/flow/config.mk WORK_HOME=/design/flow/orfs finish
==> ./config.mk <==
export PLATFORM = sky130hd
export DESIGN_NAME = bin_counter
export DESIGN_NICKNAME = bin_counter
export VERILOG_FILES = /design/flow/design.v
export SDC_FILE = /design/flow/constraint.sdc
export NUM_CORES = 4
export LEC_CHECK = 1
export CORE_AREA = 10 10 97 97
export DIE_AREA = 0 0 107 107
==> ./constraint.sdc <==
current_design bin_counter

set clk_period 3.4
set clk_io_pct 0.2

create_clock -name clk0 -period $clk_period [get_ports {f_crystal}]

set non_clock_inputs [all_inputs -no_clocks]
set_input_delay [expr $clk_period * $clk_io_pct] -clock clk0 $non_clock_inputs
set_output_delay [expr $clk_period * $clk_io_pct] -clock clk0 [all_outputs]
==> GITHUB_STEP_SUMMARY <==
### Flow metrics

| Metric | Value |
|---|---|
| Switch share | 20.86% |
| Asr flop ratio synth | 100.0% |
| Fin util | 23.27% |
| Buffers added on ports | 5 |
| Area reported by Yosys stat | 1495 µm² |
| CP max FO | 16 |
| Hold slack | 0.4803 ns |
| Peak VDD IR | 0.1116 mV |
| Power share of the clock group | 35.7% |
| Cts repair resizes | 0 |
| Post-synth seq share | 51.88% |
| Critical Path AT | 2.19 ns |
| Clock latency (worst-skew pair) | 0.27 ns |
| Crit start category | flop |
| Switching power total | 0.0001069 W |
| DP HPWL | 1847 µm |
| Netlist Area Pre-Place | 1495 µm² |
| Clk_skew | 0.007913 ns |
| Worst Max-Slew Pin Slew | 0.7462 ns |
| Syn_area_per_cell | 10.99 µm² |
| Antenna violations before repair | 0 |
| Core footprint | 7292 µm² |
| Path depth of the worst reg2reg path | 5 |
| Total CTS buffers | 3 |
| RSZ-0062 raised after global routing | false |
| I/O pin cnt | 6 |
| Internal power | 0.0004056 W |
| Register pins left without a clock | 4 |
| Final Hold Vio Count | 0 |
| Post-synth EDFFs | 0 |
| Final setup violation count | 0 |
| Row count | 31 |
| Clk pin slew, worst setup/hold paths | 0.10 ns |
| Post-CTS setup buffers | 0 |
| Worst Hold Endpoint | e2.counter[0]$_DFF_PN0_ |
| Cell Chain, Critical Path | ha_1 > and3_1 > nand4_1 > nor2_2 > o311ai_0 |
| Reg-to-reg critical path startpoint | e2.counter[0]$_DFF_PN0_ |
| Tightest Hold Check Type | reg2reg |
| Distinct lib cells | 41 |
| CTS tree | built |
| Max_slew headroom | 50.20% |
| Finished Cell Area | 1697 µm² |
| Setup crit end kind | flop |
| WL/cell | 10.92 µm |
| Largest net degree at the start of global routing | 32 |
| Clk buf depth | 2 |
| Critical Path RT | 3.53 ns |
| Worst R2R End | e2.counter[5]$_DFF_PN0_ |
| Endpoints left unconstrained | 8 |
| Status | finished clean |
| CTS root buf | clkbuf_8 |
| Tmin final | 2.063 ns |
| F_max | 484.8 MHz |
| Post-route ant nets | 0 |
| Tool warning count | 25 |
| Total Power | 0.0005125 W |
| Area after DPL | 1648 µm² |
| Height of the chip | 107 µm |
| Max stage delay cell, worst path | nor2_2 |
| Ant diodes | 0 |
| Share of cells above drive strength 1 | 11.97% |
| Area Overhead vs Synth | 13.47% |
| Post-synthesis register bit count | 31 |
| Dominant Register Cell | dfrtp_1 |
| Initial DRC count | 58 |
| CTS H-tree lvls | 1 |
| WP buf/inv | 0 |
| Syn Inst Count | 136 |
| Leakage | 0.7307 nW |
| Vias in the first global route | 988 |
| Routed vias | 1013 |
| Combinational fraction of design power | 1.7% |
| Reg power frac | 62.6% |
| Yosys cell count | 136 |
| Critical path origin | e2.counter[0]$_DFF_PN0_ |
| GPL Wtd Cong | 0.7904 |
| PwrDens | 302.1 nW/µm² |
| Die ar. | 11450 µm² |
| Setup tns final | 0 ns |
| Worst path max stage delay | 0.62 ns |
| Total GRT Usage | 4.774% |
| Max cap viols | 0 |
| Total grt overflow | 0 |
| Max Slew Vio Count | 0 |
| Hold_sp | e2.counter[0]$_DFF_PN0_ |
| First-pass GRT wire length | 4795 µm |
| Worst hold stages | 1 |
| Post-route DRC | 0 |
| Hold buffers post-CTS | 0 |
| Final Cycle Share | 60.67% |
| WL final | 2632 µm |
| FP Core Util | 20.50% |
| Family with the most delay on the worst path | simple AND/OR/NAND/NOR gates |
| Warnings, synthesis | 2 |
| Vias/cell | 4.203 |
| Worst R2R Setup Slack | 1.34 ns |
| DR pass1 iterations | 4 |
| WS Path Type | reg2reg |
| Die Width | 107 µm |
## area by class of cell
class | count | area [µm²]
multi-input cells | 98 | 679.4
well taps | 99 | 123.9
clock inverters | 1 | 7.507
clock buffers | 3 | 41.29
inverters | 3 | 11.26
flip-flops and latches | 31 | 775.7
fillers | 787 | 5595
repair buffers | 6 | 57.56
## sequential cells by signal (all words and copies together), names as in the netlist
register,cells
e1.q,4
e2.counter,26
e2.f_out,1
## cells in the final DEF (no fill, tap or decap), types with 2 or more instances in the layout
cell,count
dfrtp_1,31
a21oi_1,6
clkdlybuf4s50_1,5
clkbuf_8,3
o21ai_0,5
nand2_1,8
or3_1,2
inv_1,3
or4_1,4
nand4_1,6
o31ai_1,4
mux2i_1,2
nor2_1,6
xor2_1,10
nand3_1,8
xnor2_1,6
and3_1,4
ha_1,2
and3_2,2
or2_1,2
nor4b_1,2
## worst register-to-register path: cells and delay by family (launching register included)
family	cells	cell delay, ns
AND-OR/OR-AND	1	0.22
flip-flops	1	0.39
AND/OR/NAND/NOR	3	1.13
adder cells (fa/ha/maj)	1	0.18
## how the worst max path moves through the flow
stage,end,slack (ns),depth (start not counted)
6_report,e2.counter[5]$_DFF_PN0_,1.34,5
4_1_cts,e2.counter[5]$_DFF_PN0_,1.34,5
5_1_grt,e2.counter[5]$_DFF_PN0_,1.17,5
## cell usage after synthesis, types with 3 or more instances
library cell,n,area share (%)
dfrtp_1,31,52
and3_1,4,1.7
xnor2_1,6,3.5
o21ai_0,5,1.7
nand3_1,8,2.7
a21oi_1,6,2.0
inv_1,3,0.75
or4_1,4,2.0
nand4_1,6,2.5
o31ai_1,4,2.0
nand2_1,8,2.0
nor2_1,6,1.5
xor2_1,10,5.9
## power by group through the flow
| stage | clock network (W) | logic [W] | registers, W |
|---|---|---|---|
| CTS | 0.000191 | 0.00000942 | 0.000321 |
| finish | 0.000183 | 0.00000858 | 0.000321 |
| global route | 0.000206 | 0.0000105 | 0.000321 |
## through the flow
step	setup WS (ns)	cells
after floorplan	1.797	136
after global placement	1.391	237
after detailed placement	1.351	237
after CTS	1.337	241
after global routing	1.171	241
final	1.337	241
## logic make-up after synthesis
group | count (synthesis) | share of synthesized area [%]
simple gates | 59 | 24.69
mux | 2 | 1.339
xor+xnor | 16 | 9.372
buf+inv | 7 | 2.678
compound gates | 19 | 8.369
fa+ha+maj | 2 | 1.673
flops | 31 | 51.88
## layer usage
layer	global-route usage [%]	share of wire, %
met5	0	0
met1	7.382	53
met3	0.4245	1.6
met2	7.243	44
met4	0.6770	1.1
No activity file was given, so power comes from the tool's default toggle rates.
